==> design.v <==
module FullAdderModule(
  input   io_a,
  input   io_b,
  input   io_cin,
  output  io_sum,
  output  io_cout
);
  assign io_sum = io_a ^ io_b ^ io_cin;  
  assign io_cout = io_a & io_b | io_b & io_cin | io_a & io_cin;  
endmodule
module Adder4Module(
  input        clk,
  input        reset,
  input  [3:0] io_A,
  input  [3:0] io_B,
  input        io_Cin,
  output [3:0] io_Sum,
  output       io_Cout
);
  wire  Adder0_io_a;  
  wire  Adder0_io_b;  
  wire  Adder0_io_cin;  
  wire  Adder0_io_sum;  
  wire  Adder0_io_cout;  
  wire  Adder1_io_a;  
  wire  Adder1_io_b;  
  wire  Adder1_io_cin;  
  wire  Adder1_io_sum;  
  wire  Adder1_io_cout;  
  wire  Adder2_io_a;  
  wire  Adder2_io_b;  
  wire  Adder2_io_cin;  
  wire  Adder2_io_sum;  
  wire  Adder2_io_cout;  
  wire  Adder3_io_a;  
  wire  Adder3_io_b;  
  wire  Adder3_io_cin;  
  wire  Adder3_io_sum;  
  wire  Adder3_io_cout;  
  wire [2:0] s2 = {Adder2_io_sum,Adder1_io_sum,Adder0_io_sum};  
  FullAdderModule Adder0 (  
    .io_a(Adder0_io_a),
    .io_b(Adder0_io_b),
    .io_cin(Adder0_io_cin),
    .io_sum(Adder0_io_sum),
    .io_cout(Adder0_io_cout)
  );
  FullAdderModule Adder1 (  
    .io_a(Adder1_io_a),
    .io_b(Adder1_io_b),
    .io_cin(Adder1_io_cin),
    .io_sum(Adder1_io_sum),
    .io_cout(Adder1_io_cout)
  );
  FullAdderModule Adder2 (  
    .io_a(Adder2_io_a),
    .io_b(Adder2_io_b),
    .io_cin(Adder2_io_cin),
    .io_sum(Adder2_io_sum),
    .io_cout(Adder2_io_cout)
  );
  FullAdderModule Adder3 (  
    .io_a(Adder3_io_a),
    .io_b(Adder3_io_b),
    .io_cin(Adder3_io_cin),
    .io_sum(Adder3_io_sum),
    .io_cout(Adder3_io_cout)
  );
  assign io_Sum = {Adder3_io_sum,s2};  
  assign io_Cout = Adder3_io_cout;  
  assign Adder0_io_a = io_A[0];  
  assign Adder0_io_b = io_B[0];  
  assign Adder0_io_cin = io_Cin;  
  assign Adder1_io_a = io_A[1];  
  assign Adder1_io_b = io_B[1];  
  assign Adder1_io_cin = Adder0_io_cout;  
  assign Adder2_io_a = io_A[2];  
  assign Adder2_io_b = io_B[2];  
  assign Adder2_io_cin = Adder1_io_cout;  
  assign Adder3_io_a = io_A[3];  
  assign Adder3_io_b = io_B[3];  
  assign Adder3_io_cin = Adder2_io_cout;  
  initial begin
    $dumpfile("VCD_File.vcd");
    $dumpvars;
  end
endmodule
==> run.sh <==
#!/bin/bash
# OpenROAD 26Q1-2900-gdf79404cd8, Yosys 0.63+post, stock flow scripts
make -C /OpenROAD-flow-scripts/flow DESIGN_CONFIG=/design/flow/config.mk WORK_HOME=/design/flow/orfs finish
==> config.mk <==
export PLATFORM = sky130hd
export DESIGN_NAME = Adder4Module
export DESIGN_NICKNAME = Adder4Module
export VERILOG_FILES = /design/flow/design.v
export SDC_FILE = /design/flow/constraint.sdc
export NUM_CORES = 4
export LEC_CHECK = 1
export CORE_AREA = 10 10 70 70
export DIE_AREA = 0 0 80 80
==> constraint.sdc <==
current_design Adder4Module

set clk_period 2.3
set clk_io_pct 0.2

create_clock -name clk0 -period $clk_period

set non_clock_inputs [all_inputs -no_clocks]
set_input_delay [expr $clk_period * $clk_io_pct] -clock clk0 $non_clock_inputs
set_output_delay [expr $clk_period * $clk_io_pct] -clock clk0 [all_outputs]
==> tab_implementation.tex <==
% Auto-generated results table
\begin{tabular}{lr}
\hline
Metric & Value \\
\hline
\multicolumn{2}{l}{\textbf{Global routing}} \\
\quad Global-route wire length before repair & 903 um \\
\quad GRT Residual Overflow & 0 \\
\quad Number of antenna violations at the first check in global routing & 0 \\
\quad Via count of the first global-routing pass & about 170 \\
\quad Largest net degree at the start of global routing & 2 \\
\quad Total Routing Usage GR & 1.79\% \\
\multicolumn{2}{l}{\textbf{Worst hold path}} \\
\quad Path type of the worst min-delay path & input pin to primary output \\
\multicolumn{2}{l}{\textbf{STA}} \\
\quad Setup TNS & -0.275 ns \\
\quad Min cycle time layout & 2.56 ns \\
\quad Hold WS & 1.55 ns \\
\quad Max Clock Freq & 390 MHz \\
\quad Final Cycle Share & 112\% \\
\quad Post-route setup slack & -0.265 ns \\
\quad Headroom to the max-slew limit & about 93\% \\
\quad Finish-stage setup viols & 2 \\
\quad Number of pins exceeding their max-slew limit in the final report & 0 \\
\quad Setup repair after global routing missed its margin & yes \\
\quad Final tally of hold violations & 0 \\
\quad Worst-margin pin slew & 0.112 ns \\
\multicolumn{2}{l}{\textbf{Final layout}} \\
\quad Relative area change from synthesis to final layout & 119\% \\
\quad Final design utilization & around a tenth \\
\quad Final sequential cell count & 0 \\
\quad CLK BUF & 0 \\
\quad Area taken by flip-flops and latches & 0 sq um \\
\quad Non-Filler Cell Area, Final & around 320 sq um \\
\quad Most instantiated logic cell after routing & sky130\_fd\_sc\_hd\_\_clkdlybuf4s50\_1 \\
\quad Layout cells sized above 1 & 60.7\% \\
\quad Multi-input combinational cell area & 90.1 sq um \\
\quad Filler cells & approximately 410 \\
\quad Most used cells in the layout excluding fill and tap cells & 5 x sky130\_fd\_sc\_hd\_\_clkdlybuf4s50\_1, 4 x sky130\_fd\_sc\_hd\_\_inv\_2, 4 x sky130\_fd\_sc\_hd\_\_fa\_2, 4 x sky130\_fd\_sc\_hd\_\_buf\_6 \\
\multicolumn{2}{l}{\textbf{Floorplanning}} \\
\quad Width of the die & 80 um \\
\quad I/O pin total & 16 \\
\quad DIE AREA & 6400 sq um \\
\quad Number of placement rows & 21 \\
\quad Core Footprint & approximately 3400 sq um \\
\quad Core Density at Floorplan & 4.32\% \\
\quad Chip Height & about 80 um \\
\multicolumn{2}{l}{\textbf{Synth}} \\
\quad Number of cells in the yosys synthesis report & 18 \\
\quad Area contributors post-synth & sky130\_fd\_sc\_hd\_\_fa\_1 54\%, sky130\_fd\_sc\_hd\_\_inv\_1 25\%, sky130\_fd\_sc\_hd\_\_buf\_4 20\% \\
\quad Area share, top type & 54.2\% \\
\quad Post-synth area from yosys stat & 148 sq um \\
\quad Number of instances in the synthesized netlist & 18 \\
\quad Distinct lib cells used & 3 \\
\quad Netlist area before placement & about 150 sq um \\
\quad Yosys warning total & 3 \\
\quad Avg Cell Area, Syn & $\sim$8.2 sq um \\
\quad Proportion of synthesized chip area in sequential cells & 0\% \\
\quad Largest area contributor in the netlist & sky130\_fd\_sc\_hd\_\_fa\_1 \\
\multicolumn{2}{l}{\textbf{Run}} \\
\quad Max capacitance violation total & 0 \\
\quad Count of tool warnings & 37 \\
\multicolumn{2}{l}{\textbf{CTS}} \\
\quad Total of hold buffers inserted after clock tree synthesis & 0 \\
\multicolumn{2}{l}{\textbf{Routing}} \\
\quad Post-detailed-route wirelength per cell & 6.78 um \\
\quad DR DRC count & 0 \\
\quad Remaining number of nets flagged by the antenna check after routing & 0 \\
\quad Iteration tally of the first detailed-router pass & 1 \\
\quad Per-cell via count in the routed design & 1.55 \\
\quad Routed Wire Length & 502 um \\
\quad Total inserted antenna cells & 0 \\
\quad Initial DRC count & 0 \\
\quad Via count & 115 \\
\multicolumn{2}{l}{\textbf{Status}} \\
\quad Outcome & finished, violations left \\
\quad Violated checks & setup timing \\
\multicolumn{2}{l}{\textbf{Power}} \\
\quad Power consumption & 0.0621 mW \\
\quad Power share of the sequential group & 0\% \\
\quad Power Internal & 0.0404 mW \\
\quad Worst IR drop on VDD & around 0.036 mV \\
\quad Share of total power in combinational logic & 100.0\% \\
\quad Net switching component of the power & about 0.022 mW \\
\quad Switching share of total power & 34.8\% \\
\quad Share of total power in the clock network & 0\% \\
\quad Total power divided by cell area & approximately 190 nW/um\^{}2 \\
\quad Leakage power total & roughly 0.14 nW \\
\multicolumn{2}{l}{\textbf{Critical path}} \\
\quad Critical Path RT & 1.84 ns \\
\quad Type of the setup path with the least slack & input pin to primary output \\
\quad Critical path fanouts, max & 1 \\
\quad Setup crit end kind & primary output \\
\quad Kind of start point of the critical path & input pin \\
\quad Critical path data arrival time & 2.10 ns \\
\multicolumn{2}{l}{\textbf{Placed design}} \\
\quad Standard cell area after detailed placement & 320 sq um \\
\quad Number of I/O port buffers & 14 \\
\quad RD Place Congestion & approximately 0.66 \\
\hline
\end{tabular}
==> cells by family after synthesis <==
kind of cell	count (synthesis)	share of synthesized area [%]
adder cells (fa/ha/maj)	4	54.2
buffers and inverters	14	45.8
==> metrics by stage <==
step                cells  worst slack, ns
detailed placement     74            -1.01
finish                 74           -0.265
floorplan              18           -0.122
global route           74           -0.343
CTS                    74           -0.326
global placement       74           -0.993
==> area by class of cell <==
cell class / count / area share [%]
inverter: 10 / 13.9
multi-input combinational: 4 / 27.8
tap: 46 / 17.8
timing repair buffer: 14 / 40.5
==> path summary, 6_finish.rpt <==
path	from	endpoint	depth (start not counted)
worst max-delay path	io_A[0]	io_Sum[3]	10
worst min-delay path	io_B[1]	io_Sum[1]	3
==> routing by layer <==
| metal | wire [um] | share of wire (%) | global-route usage, % | up-vias |
|---|---|---|---|---|
| li1 | - | - | - | 60 |
| met1 | 216 | 43 | 2.28 | 46 |
| met2 | 184 | 37 | 2.49 | 9 |
| met3 | 101 | 20 | 1.36 | 0 |
| met4 | 0 | 0 | 0 | 0 |
| met5 | 0 | 0 | 0 | - |
==> cells in the mapped netlist <==
cell / n
sky130_fd_sc_hd__fa_1: 4
sky130_fd_sc_hd__buf_4: 4
sky130_fd_sc_hd__inv_1: 10
==> power by group through the flow <==
stage / logic [mW] / registers (mW) / clock network [mW]
finish: 0.0621 / 0 / 0
global route: 0.0737 / 0 / 0
CTS: 0.0573 / 0 / 0
==> repair_timing <==
item,in CTS,in global routing
setup buffers,0,0
pin swaps,4,4
endpoints found under the setup margin,5,3
gates resized,32,6
==> worst max-delay path, cell delays in order <==
cell	delay, ns
sky130_fd_sc_hd__buf_6	0.10
sky130_fd_sc_hd__inv_4	0.04
sky130_fd_sc_hd__fa_2	0.19
sky130_fd_sc_hd__inv_2	0.04
sky130_fd_sc_hd__fa_2	0.33
sky130_fd_sc_hd__fa_2	0.34
sky130_fd_sc_hd__inv_2	0.06
sky130_fd_sc_hd__fa_2	0.42
sky130_fd_sc_hd__inv_2	0.06
sky130_fd_sc_hd__buf_6	0.08
Power is estimated from default activity; no workload was simulated.
